<file path="config.mk">
export PLATFORM = sky130hd
export DESIGN_NAME = ADC
export DESIGN_NICKNAME = ADC
export VERILOG_FILES = /design/flow/design.v
export SDC_FILE = /design/flow/constraint.sdc
export NUM_CORES = 4
export LEC_CHECK = 1
export CORE_AREA = 10 10 105 105
export DIE_AREA = 0 0 115 115
</file>
<file path="constraint.sdc">
current_design ADC

set clk_period 4.7
set clk_io_pct 0.2

create_clock -name clk0 -period $clk_period [get_ports {req}]

set non_clock_inputs [all_inputs -no_clocks]
set_input_delay [expr $clk_period * $clk_io_pct] -clock clk0 $non_clock_inputs
set_output_delay [expr $clk_period * $clk_io_pct] -clock clk0 [all_outputs]
</file>
<file path="design.v">
`timescale 1ns / 1ps
module ADC (
    input wire req,       
    input wire rst,       
    output reg rdy,       
    output reg [7:0] dat  
);
  reg [0:7] adc_data [0:40];
  initial
    begin 
      adc_data[ 0] = 8'hD4;  
      adc_data[ 1] = 8'hD4;  
      adc_data[ 2] = 8'hD3;  
      adc_data[ 3] = 8'hD2;  
      adc_data[ 4] = 8'h88;  
      adc_data[ 5] = 8'hD4;  
      adc_data[ 6] = 8'hD4;  
      adc_data[ 7] = 8'hD4;  
      adc_data[ 8] = 8'hD4;  
      adc_data[ 9] = 8'hD4;  
      adc_data[10] = 8'hD4;  
      adc_data[11] = 8'hD4;  
      adc_data[12] = 8'hD4;  
      adc_data[13] = 8'hD4;  
      adc_data[14] = 8'hD4;  
      adc_data[15] = 8'hD4;  
      adc_data[16] = 8'hD4;  
      adc_data[17] = 8'hD4;  
      adc_data[18] = 8'hD4;  
      adc_data[19] = 8'hD4;  
      adc_data[20] = 8'hD4;  
      adc_data[21] = 8'hD4;  
      adc_data[22] = 8'hD4;  
      adc_data[23] = 8'hD4;  
      adc_data[24] = 8'hD5;  
      adc_data[25] = 8'hD3;  
      adc_data[26] = 8'hD3;  
      adc_data[27] = 8'hD3;  
      adc_data[28] = 8'hD3;  
      adc_data[29] = 8'hD3;  
      adc_data[30] = 8'hD3;  
      adc_data[31] = 8'hD6;  
      adc_data[32] = 8'hD3;  
      adc_data[33] = 8'hD3;  
      adc_data[34] = 8'hD3;  
      adc_data[35] = 8'hD3;  
      adc_data[36] = 8'hD3;  
      adc_data[37] = 8'hD3;  
      adc_data[38] = 8'hD3;  
      adc_data[39] = 8'hD3;  
      adc_data[40] = 8'hD3;  
    end
  reg [7:0] idx = 0;  
always @(posedge req or posedge rst) begin
    if (rst) begin
        rdy <= 0;
        dat <= 8'b00000000;  
        idx <= 0;  
    end else if (req) begin
        dat <= adc_data[idx % 41];  
        idx <= idx + 1;
        rdy <= 1;
    end else begin
        rdy <= 0;
    end
end
endmodule
</file>
<file path="run.sh">
#!/bin/bash
# OpenROAD 26Q1-2900-gdf79404cd8, Yosys 0.63+post, stock flow scripts
make -C /OpenROAD-flow-scripts/flow DESIGN_CONFIG=/design/flow/config.mk WORK_HOME=/design/flow/orfs finish
</file>
==> flow_summary.ini <==
; generated from flow reports
[status]
run_status = completed

[clock_network]
tritoncts = done
cts_buffers = 3
clk_path_buf_depth = 2
cts_max_level = 1
hold_bufs_at_cts = 0
cts_sinks = 14
clockRootBuffer = sky130_fd_sc_hd__clkbuf_8
clkSlewWorstSetupHoldPaths_ns = 0.06
clkLatencyLatePin_ns = 0.24

[final_layout]
final_cell_count_no_fill = 311
finish.utilization_pct = 22.3
final_layout_size_suffix_gt1_share_pct = 19.7
synthToLayoutAreaGrowth_pct = 24.5

[yosys]
seq_area_frac_synth_pct = 22.3
syn_area_mm2 = 0.00157
netlist_top_cells_count = 15 x sky130_fd_sc_hd__nand2_1, 14 x sky130_fd_sc_hd__dfrtp_1, 12 x sky130_fd_sc_hd__o21ai_0
synth_warn = 1
yosys_cell_count = 189
ys_area_mm2 = 0.00157
postSynth.topFlopCell = sky130_fd_sc_hd__dfrtp_1
post_synth_num_cell_types = 59
synthTopCellsByArea = sky130_fd_sc_hd__dfrtp_1 22%, sky130_fd_sc_hd__ha_1 8.8%, sky130_fd_sc_hd__o21ai_0 3.8%
synth_top_cell_by_area = sky130_fd_sc_hd__dfrtp_1
top_area_share_pct = 22.3
postSynthAreaPerCell_um2 = 8.31
synth-edff-count = 0
synth_async_sr_flop_share_pct = 100
syn-instance-count = 189
synth.ff_latch_count = 14
synthMostInstantiatedCell = sky130_fd_sc_hd__nand2_1

[setup_path]
crit_required_ns = 4.88
endpoint_kind = flop
crit_arrival_ns = 4.63
startpoint_type = flop
path_max_fanout = 6
path_class = flop to flop

[final_timing]
grt_setup_unrepaired = false
final_worst_hold_slack_ns = 0.567
worst_max_slew_margin_expressed_relative_to_the_limit_pct = 60.6
report.final.slew_viol_count = 0
timing.setup.tns_ns = 0
finalWorstPathRequiredPeriod_ns = 4.44
hold_viol = 0
post-route-period-util_pct = 94.5
tightest_slew_ns = 0.589
final-setup-viol-count = 0
maxClockFrequency_ghz = 0.225
skew_ns = 0.00210

[routing]
routed_via_density = 4.60
routed_wl_um = 3770
num_vias = 1432
detail_route.wl_per_cell_um = 12.1
drcViolationCount = 0
detailedRoute.firstPassIterationCount = 4
drt_first_iter_violations = 80
drtAntennaViolNets = 0
insertedDiodeCount = 0

[floorplan]
design.core.area_mm2 = 0.00876
fp.dieW_um = 115
floorplan.initialDensity_pct = 17.9
row_count = 34
num_io_pins = 11
floorplan.die_area_mm2 = 0.0132
die_y_um = 115

[run]
stage_log_warnings = 32
cap_viol_max_count = 0

[global_routing]
groute.usage.overall_pct = 5.46
number_of_global_route_vias_before_repair = 1365
pin_count_of_the_biggest_net_entering_global_routing = 15
grt_pass1_wl_um = 6310
grt_overflow_total = 0
grt_antenna_before_repair = 0

[placement]
gpl.final_weighted_congestion = 0.921
buffer_ports.inserted = 9
dpl.hpwl_um = 2840
numPlacedInstances = 307

[pwr]
power.ir.vdd_worst_v = 0.0000503
p_total_w = 0.000225
p_per_cell_area_mw_per_mm2 = 115
total_leakage_power_nw = 0.762

[hold_path]
worstHoldPathType = flop to flop
[worst paths after layout]
kind,startpoint,to,slack (ns),depth (start not counted)
max in group asynchronous,rst,idx[1],3.28,2
min reg2reg,idx[4],idx[4],0.57,1
min,idx[4],idx[4],0.57,1
max reg2reg,idx[3],dat[0],0.26,19
max,idx[3],dat[0],0.26,19
min in group asynchronous,rst,dat[7],1.05,2
[worst max-delay path, stage by stage (launching register included)]
cell                        delay (ns)
sky130_fd_sc_hd__dfrtp_1          0.37
sky130_fd_sc_hd__inv_1            0.07
sky130_fd_sc_hd__ha_2             0.21
sky130_fd_sc_hd__or4_4            0.45
sky130_fd_sc_hd__nand2_4          0.12
sky130_fd_sc_hd__xnor2_4          0.16
sky130_fd_sc_hd__ha_4             0.20
sky130_fd_sc_hd__a2111oi_4        0.04
sky130_fd_sc_hd__o32a_2           0.41
sky130_fd_sc_hd__o211ai_4         0.22
sky130_fd_sc_hd__nor2_4           0.08
sky130_fd_sc_hd__xnor2_2          0.16
sky130_fd_sc_hd__ha_2             0.23
sky130_fd_sc_hd__nand2_1          0.05
sky130_fd_sc_hd__or3_1            0.35
sky130_fd_sc_hd__and2_4           0.16
sky130_fd_sc_hd__or3_1            0.34
sky130_fd_sc_hd__a211o_1          0.29
sky130_fd_sc_hd__a32oi_1          0.29
sky130_fd_sc_hd__a211o_1          0.18
[cell families after synthesis]
kind of cell             Yosys count  synth area share, %
multiplexers                       3                 1.91
XOR/XNOR                          11                 6.61
flip-flops                        14                 22.3
AND/OR/NAND/NOR                   69                 24.9
other                              2                0.478
AND-OR/OR-AND                     59                 29.4
buffers and inverters             20                 5.66
adder cells (fa/ha/maj)           11                 8.76
[metal layers]
metal | up-vias | global-route usage (%) | share of wire, %
met4 | 0 | 0.908 | 1.8
met5 | - | 0 | 0
li1 | 731 | - | -
met2 | 35 | 9.20 | 46
met3 | 4 | 0.475 | 5.0
met1 | 662 | 7.56 | 48
[sequential cells by signal (all words and copies together) (netlist names)]
register  cells
idx           8
dat           6
[cell usage in the layout (no fill, tap or decap), types with 2 or more instances in the layout]
cell type                         count
sky130_fd_sc_hd__o21a_1               2
sky130_fd_sc_hd__clkbuf_8             3
sky130_fd_sc_hd__ha_1                 8
sky130_fd_sc_hd__a21oi_1              7
sky130_fd_sc_hd__nand4_1              5
sky130_fd_sc_hd__a211o_1              3
sky130_fd_sc_hd__xnor2_1              4
sky130_fd_sc_hd__nor4b_1              4
sky130_fd_sc_hd__nand3_1              3
sky130_fd_sc_hd__buf_4               12
sky130_fd_sc_hd__inv_1               10
sky130_fd_sc_hd__dfrtp_1             14
sky130_fd_sc_hd__nor3_1               2
sky130_fd_sc_hd__conb_1               2
sky130_fd_sc_hd__a32oi_1              3
sky130_fd_sc_hd__o21ai_0             12
sky130_fd_sc_hd__clkdlybuf4s50_1      9
sky130_fd_sc_hd__xor2_1               4
sky130_fd_sc_hd__mux2i_1              3
sky130_fd_sc_hd__or3_1                7
sky130_fd_sc_hd__ha_2                 2
sky130_fd_sc_hd__o211a_1              2
sky130_fd_sc_hd__nand2_1             14
sky130_fd_sc_hd__nand2b_1             2
sky130_fd_sc_hd__o211ai_1             6
sky130_fd_sc_hd__or2_2                2
sky130_fd_sc_hd__a21oi_2              2
sky130_fd_sc_hd__a211oi_1             4
sky130_fd_sc_hd__nor2_1              10
sky130_fd_sc_hd__and2_1               5
[layout make-up]
class,instances,area [um^2]
flip-flops and latches,14,350
clock buffers,3,41.3
well taps,108,135
fillers,941,6810
multi-input cells,155,1210
inverters,10,37.5
repair buffers,21,180
[through the flow]
stage          setup WS (ns)  instance area (um^2)
6_report               0.257                  1950
5_1_grt              0.00786                  1950
4_1_cts                0.191                  1910
3_5_place_dp           0.214                  1870
3_3_place_gp           0.269                  1870
2_1_floorplan         0.0388                  1630
[power breakdown]
group | internal, W | switching (W) | total (W)
Sequential | 0.000121 | 0.000000183 | 0.000121
Combinational | 0.00000215 | 0.00000269 | 0.00000484
Clock | 0.0000567 | 0.0000427 | 0.0000994
Total | 0.000180 | 0.0000455 | 0.000225
[repair_timing]
action,4_1_cts,5_1_grt
setup endpoints to repair,0,5
gates resized,0,7
buffers inserted,0,1
